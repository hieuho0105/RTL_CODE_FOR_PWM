==> design/flow/design.v <==
module PWM_CORE(
    input           clk,
    input           reset,
    input   [15:0]  period,
    input   [15:0]  duty_cycle,
    input   [15:0]  prescaler,
    input           enable,
    output          pwm_running,
    output          pwm_out
);
wire    even_clk, odd_clk;
down_clocking_even down_clocking_even_0(
    clk,
    (!reset),
    {1'b0, prescaler[15:1]},
    even_clk
);
down_clocking_odd down_clocking_odd_0(
    clk,
    (!reset),
    {1'b0, prescaler[15:1]},
    odd_clk
);
wire    clk_div;
assign  clk_div = prescaler[0] ? odd_clk : even_clk;
reg [15:0] counter;
wire [15:0] period_minus_1;
assign period_minus_1 = (period == 0) ? 0 : (period - 1);
assign pwm_running = enable;
assign pwm_out = (counter < duty_cycle) && enable;
always@(posedge clk_div or posedge reset)
    if(reset) begin
        counter <= 0;
    end
    else begin
        if(enable) begin
            if(counter >= period_minus_1) 
                counter <= 0;
            else 
                counter <= counter + 1;
        end
    end
endmodule
module PWM_CSR(
    input           clk,
    input           reset,
    input           chipselect,
    input           write,
    input           read,
    input   [2:0]   address,
    input   [31:0]  writedata,
    output  [31:0]  readdata,
    output          enable,
    output  [15:0]  period,
    output  [15:0]  duty_cycle,
    output  [15:0]  prescaler,
    input           pwm_running
);
parameter   ADDR_CONTROL=3'd0,
            ADDR_STATUS=3'd1,
            ADDR_PERIOD=3'd2,
            ADDR_DUTY_CYCLE=3'd3,
            ADDR_DIVISOR=3'd4;
reg [31:0]  data_reg;
reg [31:0]  control_reg;
reg [31:0]  status_reg;
reg [15:0]  period_reg;
reg [15:0]  duty_cycle_reg;
reg [15:0]  divisor_reg;
assign enable = control_reg[0];
assign period = period_reg;
assign duty_cycle = duty_cycle_reg;
assign prescaler = divisor_reg;
assign readdata = data_reg;
always @(posedge clk or posedge reset) begin
    if (reset) begin
        control_reg <= 32'h0;
        period_reg <= 16'h0;
        duty_cycle_reg <= 16'h0;
        divisor_reg <= 16'h0;
    end else if (chipselect & write) begin
        case (address)
            ADDR_CONTROL: control_reg <= writedata;
            ADDR_PERIOD: period_reg <= writedata[15:0];
            ADDR_DUTY_CYCLE: duty_cycle_reg <= writedata[15:0];
            ADDR_DIVISOR: divisor_reg <= writedata[15:0];
        endcase
    end else begin
        control_reg <= control_reg;
        period_reg <= period_reg;
        duty_cycle_reg <= duty_cycle_reg;
        divisor_reg <= divisor_reg;
    end
end
always @(posedge clk or posedge reset) begin
    if (reset) begin
        data_reg <= 32'h0;
    end else if (chipselect & read) begin
        case (address)
            ADDR_CONTROL: data_reg <= control_reg;
            ADDR_STATUS: data_reg <= {31'h0, pwm_running};
            ADDR_PERIOD: data_reg <= {16'h0, period_reg};
            ADDR_DUTY_CYCLE: data_reg <= {16'h0, duty_cycle_reg};
            ADDR_DIVISOR: data_reg <= {16'h0, divisor_reg};
            default: data_reg <= 32'h0;
        endcase
    end else begin
        data_reg <= data_reg;
    end
end
endmodule
module PWM_WRAPPER(
    input           clk,
    input           reset,
    input           chipselect,
    input           write,
    input           read,
    input   [2:0]   address,
    input   [31:0]  writedata,
    output  [31:0]  readdata,
    output          pwm_out
);
wire        enable;
wire [15:0] period;
wire [15:0] duty_cycle;
wire [15:0] prescaler;
wire        pwm_running;
PWM_CSR csr_inst (
    .clk            (clk),
    .reset          (reset),
    .chipselect     (chipselect),
    .write          (write),
    .read           (read),
    .address        (address),
    .writedata      (writedata),
    .readdata       (readdata),
    .enable         (enable),
    .period         (period),
    .duty_cycle     (duty_cycle),
    .prescaler      (prescaler),
    .pwm_running    (pwm_running)
);
PWM_CORE core_inst (
    .clk            (clk),
    .reset          (reset),
    .period         (period),
    .duty_cycle     (duty_cycle),
    .prescaler      (prescaler),
    .enable         (enable),
    .pwm_running    (pwm_running),
    .pwm_out        (pwm_out)
);
endmodule
module	down_clocking_even(
input	i_clk,
input	i_rst,
input	[15:0]i_divisor,
output	o_clk
);
wire	[15:0]divisor;
wire	borrow;
minus_one	minus_one_0(
i_divisor,
divisor,
borrow
);
wire	go;
assign	go=((i_divisor!=0)&&i_rst);
reg	[15:0]ct;
reg	clk;
always@(posedge i_clk or negedge i_rst)
	if(!i_rst)begin
		ct<=0;
		clk<=0;
	end
	else if(go)begin
		if(ct>=divisor)begin
			ct<=0;
			clk<=~clk;
		end
		else ct<=ct+1;
	end
assign	o_clk=go?clk:i_clk;
endmodule
module down_clocking_odd(
input	i_clk,
input	i_rst,
input	[15:0]i_divisor,
output	o_clk
);
reg	a,b;
wire	c;
assign	c=(~a)&(~b);
wire	[15:0]divisor;
wire	borrow;
minus_one	minus_one_0(
i_divisor,
divisor,
borrow
);
wire	go;
assign	go=((i_divisor!=0)&&i_rst);
reg	[15:0]ct_0;
always@(posedge i_clk or negedge i_rst)
	if(!i_rst)begin
		a<=0;
		ct_0<=0;	
	end
	else if(go)begin
		if(a)begin
			if(ct_0>=divisor)begin
				ct_0<=0;
				a<=0;
			end
			else ct_0<=ct_0+1;
		end
		else if(c)a<=c;
	end
reg	[15:0]ct_1;
always@(negedge i_clk or negedge i_rst)
	if(!i_rst)begin
		b<=0;
		ct_1<=0;	
	end
	else if(go)begin
		if(b)begin
			if(ct_1>=divisor)begin
				ct_1<=0;
				b<=0;
			end
			else ct_1<=ct_1+1;
		end
		else if(c)b<=c;
	end
reg	clk;
always@(posedge c or negedge i_rst)
	if(!i_rst)clk<=0;
	else	clk<=~clk;
assign	o_clk=go?clk:i_clk;
endmodule
module minus_one(
input	[15:0]i_operand,
output	[15:0]o_result,
output	o_borrow
);
wire	[15:0]G_0;
assign	G_0=~i_operand;
wire	[15:0]G_1;
assign	G_1[1]=G_0[1]&G_0[0];
assign	G_1[3]=G_0[3]&G_0[2];
assign	G_1[5]=G_0[5]&G_0[4];
assign	G_1[7]=G_0[7]&G_0[6];
assign	G_1[9]=G_0[9]&G_0[8];
assign	G_1[11]=G_0[11]&G_0[10];
assign	G_1[13]=G_0[13]&G_0[12];
assign	G_1[15]=G_0[15]&G_0[14];
assign	G_1[0]=G_0[0];
assign	G_1[2]=G_0[2];
assign	G_1[4]=G_0[4];
assign	G_1[6]=G_0[6];
assign	G_1[8]=G_0[8];
assign	G_1[10]=G_0[10];
assign	G_1[12]=G_0[12];
assign	G_1[14]=G_0[14];
wire	[15:0]G_2;
assign	G_2[3]=G_1[3]&G_1[1];
assign	G_2[5]=G_1[5]&G_1[3];
assign	G_2[7]=G_1[7]&G_1[5];
assign	G_2[9]=G_1[9]&G_1[7];
assign	G_2[11]=G_1[11]&G_1[9];
assign	G_2[13]=G_1[13]&G_1[11];
assign	G_2[15]=G_1[15]&G_1[13];
assign	G_2[0]=G_1[0];
assign	G_2[2]=G_1[2];
assign	G_2[1]=G_1[1];
assign	G_2[4]=G_1[4];
assign	G_2[6]=G_1[6];
assign	G_2[8]=G_1[8];
assign	G_2[10]=G_1[10];
assign	G_2[12]=G_1[12];
assign	G_2[14]=G_1[14];
wire	[15:0]G_3;
assign	G_3[5]=G_2[5]&G_2[1];
assign	G_3[7]=G_2[7]&G_2[3];
assign	G_3[9]=G_2[9]&G_2[5];
assign	G_3[11]=G_2[11]&G_2[7];
assign	G_3[13]=G_2[13]&G_2[9];
assign	G_3[15]=G_2[15]&G_2[11];
assign	G_3[0]=G_2[0];
assign	G_3[2]=G_2[2];
assign	G_3[1]=G_2[1];
assign	G_3[4]=G_2[4];
assign	G_3[3]=G_2[3];
assign	G_3[6]=G_2[6];
assign	G_3[8]=G_2[8];
assign	G_3[10]=G_2[10];
assign	G_3[12]=G_2[12];
assign	G_3[14]=G_2[14];
wire	[15:0]G_4;
assign	G_4[9]=G_3[9]&G_3[1];
assign	G_4[11]=G_3[11]&G_3[3];
assign	G_4[13]=G_3[13]&G_3[5];
assign	G_4[15]=G_3[15]&G_3[7];
assign	G_4[0]=G_3[0];
assign	G_4[2]=G_3[2];
assign	G_4[1]=G_3[1];
assign	G_4[4]=G_3[4];
assign	G_4[3]=G_3[3];
assign	G_4[6]=G_3[6];
assign	G_4[5]=G_3[5];
assign	G_4[8]=G_3[8];
assign	G_4[7]=G_3[7];
assign	G_4[10]=G_3[10];
assign	G_4[12]=G_3[12];
assign	G_4[14]=G_3[14];
wire	[15:0]G_5;
assign	G_5[2]=G_4[2]&G_4[1];
assign	G_5[4]=G_4[4]&G_4[3];
assign	G_5[6]=G_4[6]&G_4[5];
assign	G_5[8]=G_4[8]&G_4[7];
assign	G_5[10]=G_4[10]&G_4[9];
assign	G_5[12]=G_4[12]&G_4[11];
assign	G_5[14]=G_4[14]&G_4[13];
assign	G_5[1]=G_4[1];
assign	G_5[3]=G_4[3];
assign	G_5[5]=G_4[5];
assign	G_5[7]=G_4[7];
assign	G_5[9]=G_4[9];
assign	G_5[11]=G_4[11];
assign	G_5[13]=G_4[13];
assign	G_5[15]=G_4[15];
assign	G_5[0]=G_4[0];
assign	o_result[0]=~i_operand[0];
assign	o_result[15:1]=(G_5[14:0]&(~i_operand[15:1]))|((~G_5[14:0])&i_operand[15:1]);
assign	o_borrow=G_5[15];
endmodule
==> design/flow/run.sh <==
#!/bin/bash
# OpenROAD 26Q1-2900-gdf79404cd8, Yosys 0.63+post, stock flow scripts
make -C /OpenROAD-flow-scripts/flow DESIGN_CONFIG=/design/flow/config.mk WORK_HOME=/design/flow/orfs finish
==> design/flow/config.mk <==
export PLATFORM = sky130hd
export DESIGN_NAME = PWM_WRAPPER
export DESIGN_NICKNAME = PWM_WRAPPER
export VERILOG_FILES = /design/flow/design.v
export SDC_FILE = /design/flow/constraint.sdc
export NUM_CORES = 4
export LEC_CHECK = 1
export CORE_UTILIZATION = 50
==> design/flow/constraint.sdc <==
current_design PWM_WRAPPER

set clk_period 5.1
set clk_io_pct 0.2

create_clock -name clk0 -period $clk_period [get_ports {clk}]

set non_clock_inputs [all_inputs -no_clocks]
set_input_delay [expr $clk_period * $clk_io_pct] -clock clk0 $non_clock_inputs
set_output_delay [expr $clk_period * $clk_io_pct] -clock clk0 [all_outputs]
==> reports/qor.txt <==
Run status - finished, violations left
Violated checks - negative setup slack
Maximum number of pins on one net before global-route repair - 57
Register-to-register path setup slack - -230 ps
Final RePlAce weighted congestion - 0.944
Kind of critical path - flop to flop
Vias in the first global route - 7,856
Via density per instance - 5.60
Standard cell with the maximum stage delay on the critical path - dfrtp_1
Cell types with the largest area share after synthesis - dfrtp_1 39%, ha_1 11%, mux2_2 9.0%, dfrtn_1 4.1%, nand2_1 3.5%
Standard-cell row count - 52
Part of the total power dissipated in sequential elements - 37.6%
Routed wire per std cell - 17.9 um
Unique masters post-synth - 69
Largest type area fraction - 39.1%
Yosys stat area - 10,400 um2
Slew HR - 48.6%
Post-DRT Antenna Nets - 0
CTS tree - yes
Detailed-route DRC error count - 0
Final tally of max-slew violations - 0
Cell Int Power - 3.44 mW
First-pass GRT wire length - 42.5 mm
Post-route total power - 5.23 mW
Count of unclocked register or latch pins - 1
Top Ports - 73
Net switching power - 1.79 mW
Netlist area before placement - 10,400 um2
Post-synthesis cell count from yosys - 1,025
MaxCap Viol Count - 0
Hold Worst Slack - 30.8 ps
Worst endpoint required time - 3050 ps
Synth cell count leaders - 163 x dfrtp_1, 96 x nand2_1, 93 x ha_1, 83 x mux2_2, 80 x nor2_1
Worst path setup slack after routing - -231 ps
Die outline height - 147 um
Largest fanout on the critical path - 5
Switching part of the total - 34.2%
Total instance count after detailed placement - 1,388
CP endpoint kind - flop
Worst hold path type - flop to clock gate
Post-layout instance count excluding filler cells - 1,443
Antenna fix cells - 0
Number of unconstrained endpoints - 1
Setup repair after global routing missed its margin - true
Vias after detailed routing - 8,086
Clock network fraction of total power - 30.7%
Core Util at FP - 51.3%
Most used DFF post-synth - dfrtp_1
Worst Max-Slew Pin Slew - 769 ps
Clock slew at reported path FFs - 70 ps
Most frequent cell after synthesis - dfrtp_1
Worst-case clock skew - 57.7 ps
Relative contribution of combinational cells to total power - 31.7%
Fraction of final layout cells with drive strength greater than 1 - 21.9%
Half-perimeter wire length of the detailed placement result - 18.7 mm
Pre-antenna DRT Iters - 4
Share of flip-flops with an asynchronous set or reset - 100%
Post-detailed-routing wire length - 25.8 mm
Buffers added on ports - 72
Core area - 20,400 um2
Largest stage delay on the critical path - 390 ps
Area growth from synthesis to layout - 24.2%
Cell type with the highest aggregate area in the netlist - dfrtp_1
Kind of start point of the critical path - flop
Warnings from Yosys - 4
Combined global-route utilization of all metal layers - 26.3%
Syn_area_per_cell - 10.2 um2
Setup TNS Final - -3420 ps
Sequential fraction of the synthesis area - 43.1%
Worst-Skew Late Latency - 710 ps
Post-synth tally of flip-flops with integrated enable - 0
Synthesized registers - 180
Data arrival time at the worst-slack endpoint - 3290 ps
Count of endpoints failing setup in the final report - 17
Iter 0 DRT Violations - 390
Initial antenna violation count - 0
Die area - 21,500 um2
Number of standard cells after synthesis - 1,025
Peak ir drop on the vdd network - 244 uV
Horizontal die size - 147 um
Final hold viol count - 0
PD cells - 403 nW/um2
Post-place setup slack - -448 ps
Worst path cell trace - inv_2 -> ha_4 -> nor3b_4 -> nand4_4 -> buf_4 -> inv_2 -> ha_4 -> xnor2_4 -> ha_4 -> nand2_2 -> nor2_4 -> buf_4 -> nand4b_1 -> buf_4 -> nand4_1 -> o31ai_1
Tool warning count - 30
Static Leak - 5.90 nW
Gr ovfl total - 0
==> metrics by stage <==
step,cell area [um2],utilization (%)
5_1_grt,13000,63.7
6_report,13000,63.7
3_3_place_gp,11800,57.9
4_1_cts,12900,63.2
2_1_floorplan,10500,-
3_5_place_dp,11800,57.9
==> layout by cell type (no fill, tap or decap), drive strengths merged, types with 4 or more instances in the layout <==
| master | count |
|---|---|
| o21ai | 64 |
| and2 | 6 |
| clkbuf | 25 |
| nand3 | 26 |
| nor3b | 4 |
| nor4 | 9 |
| a21o | 5 |
| a211o | 4 |
| a211oi | 8 |
| and3 | 16 |
| nand2 | 97 |
| o31ai | 6 |
| nor2b | 8 |
| o211ai | 5 |
| mux2i | 5 |
| nor3 | 20 |
| ha | 93 |
| xor2 | 31 |
| o21a | 5 |
| dfrtp | 163 |
| inv | 59 |
| a22o | 27 |
| buf | 71 |
| a21oi | 36 |
| nand4 | 22 |
| and4 | 5 |
| a22oi | 15 |
| dfrtn | 17 |
| xnor2 | 21 |
| mux2 | 85 |
| or2 | 4 |
| nor2 | 83 |
| nand2b | 5 |
| a32oi | 4 |
| a31oi | 16 |
| clkdlybuf4s50 | 72 |
==> power groups by stage <==
stage | logic [mW] | registers (mW) | clock network (mW)
after CTS | 1.62 | 1.96 | 1.64
after global routing | 1.87 | 2.01 | 1.70
final | 1.66 | 1.96 | 1.60
==> path summary, 6_finish.rpt <==
path,startpoint,to,cells after the start
min reg2reg,core_inst.down_clocking_even_0.clk,core_inst.down_clocking_even_0.clk,1
max in group asynchronous,reset,core_inst.down_clocking_odd_0.ct_1[14],4
min in group clk0,core_inst.down_clocking_even_0.clk,core_inst.down_clocking_even_0.clk,1
max reg2reg,csr_inst.divisor_reg[1],core_inst.down_clocking_odd_0.ct_1[3],16
min in group asynchronous,reset,core_inst.down_clocking_odd_0.ct_0[12],3
max,csr_inst.divisor_reg[1],core_inst.down_clocking_odd_0.ct_1[3],16
min,csr_inst.divisor_reg[14],clock gate,6
max in group gated,csr_inst.divisor_reg[15],clock gate,4
==> worst max-delay path, delay by kind of cell (launching register included) <==
kind	cells	cell delay [ps]
compound gates	1	110
xor+xnor	1	80
fa+ha+maj	3	560
buf+inv	5	630
flops	1	390
simple gates	6	870
==> final cells by class <==
class                           count  area (um2)
Clock buffer                       25         614
Multi-Input combinational cell    757        5840
Inverter                           50         191
Tap cell                          270         338
Clock inverter                     15         186
Timing Repair Buffer              146        1300
Fill cell                        1633        7390
Sequential cell                   180        4500
==> routing by layer <==
layer / share of wire, % / routed length (um) / global-route usage [%]
met2: 46 / 11800 / 39.7
met4: 1.3 / 348 / 3.54
met5: 0 / 0 / 0
met3: 4.7 / 1220 / 5.00
met1: 48 / 12500 / 42.3
==> logic make-up after synthesis <==
group | after synthesis | share of synthesized area, %
flops | 180 | 43.1
simple gates | 313 | 14.8
fa+ha+maj | 93 | 11.1
mux | 90 | 9.65
buf+inv | 88 | 3.49
compound gates | 209 | 13.3
xor+xnor | 52 | 4.43
==> timing repair <==
action | 4_1_cts | 5_1_grt
hold endpoints to repair | 1 | 0
gates resized | 39 | 14
buffers inserted | 8 | 4
setup endpoints to repair | 17 | 17
pin swaps | 22 | 10
gates cloned | 0 | 0
hold buffers | 3 | 0
Power is estimated from default activity; no workload was simulated.
